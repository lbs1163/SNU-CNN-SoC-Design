===== design.v =====
module bram(
    clk,	 
    en,      
    addr,    
    din,     
    we,      
    dout     
);
	parameter W_DATA = 32;
	parameter N_WORD = 16;
	parameter W_WORD = 4;	
	parameter EN_LOAD_INIT_FILE = 1'b0;
	parameter INIT_FILE = "img/kodim03_32bit.hex";
    input                 clk;    
    input                 en;     
    input  [W_WORD-1:0]   addr;   
    input  [W_DATA-1:0]   din;    
    input                 we;     
    output [W_DATA-1:0]   dout;   
	reg [W_DATA-1:0] q_mem[N_WORD-1:0]  ;
	reg [W_DATA-1:0] dout = 32'h0000_0000;
	always @(posedge clk)
	begin
		if(en & we)
			q_mem[addr] <= din;
		else if(en)
			dout <=  q_mem[addr];
	end
	// synopsys translate_off
	initial
	begin
		if(EN_LOAD_INIT_FILE)
		begin
			$display("### Loading internal memory from %s ###", INIT_FILE);
			$readmemh(INIT_FILE, q_mem);
		end
	end		
	// synopsys translate_on	
endmodule

===== run.sh =====
#!/bin/bash
# OpenROAD 26Q1-2900-gdf79404cd8, Yosys 0.63+post, stock flow scripts
make -C /OpenROAD-flow-scripts/flow DESIGN_CONFIG=/design/flow/config.mk WORK_HOME=/design/flow/orfs finish

===== config.mk =====
export PLATFORM = sky130hd
export DESIGN_NAME = bram
export DESIGN_NICKNAME = bram
export VERILOG_FILES = /design/flow/design.v
export SDC_FILE = /design/flow/constraint.sdc
export NUM_CORES = 4
export LEC_CHECK = 1
export CORE_UTILIZATION = 30

===== constraint.sdc =====
current_design bram

set clk_period 7.3
set clk_io_pct 0.2

create_clock -name clk0 -period $clk_period [get_ports {clk}]

set non_clock_inputs [all_inputs -no_clocks]
set_input_delay [expr $clk_period * $clk_io_pct] -clock clk0 $non_clock_inputs
set_output_delay [expr $clk_period * $clk_io_pct] -clock clk0 [all_outputs]

==> impl_metrics.prom <==
# HELP chip_impl_metric Yosys and OpenROAD flow results
# TYPE chip_impl_metric gauge
chip_impl_metric{name="wirelength",unit="mm"} 42.9
chip_impl_metric{name="power.density_cell_area",unit="nW/µm²"} 267
chip_impl_metric{name="crit_path_max_fanout",unit=""} 45
chip_impl_metric{name="power_report.internal_total",unit="mW"} 5.08
chip_impl_metric{name="setup_tns",unit="ns"} 0
chip_impl_info{name="cts_tree",value="yes"} 1
chip_impl_metric{name="diodes",unit=""} 0
chip_impl_metric{name="ys_seq_share",unit="%"} 80.8
chip_impl_metric{name="proportion_of_layout_cells_with_a_drive_suffix_above_1",unit="%"} 24.4
chip_impl_metric{name="die_x",unit="µm"} 262
chip_impl_info{name="topCellsByArea",value="sky130_fd_sc_hd__edfxtp_1 81%, sky130_fd_sc_hd__mux4_2 14%, sky130_fd_sc_hd__a22oi_1 2.4%"} 1
chip_impl_metric{name="coreArea",unit="µm²"} 66200
chip_impl_metric{name="synth.cellmix.xorXnorShare",unit="%"} 0
chip_impl_metric{name="ctsResizeCount",unit=""} 0
chip_impl_info{name="outcome",value="finished, final reports clean"} 1
chip_impl_metric{name="synth_warn",unit=""} 2
chip_impl_metric{name="final_max_slew_viol_count",unit=""} 0
chip_impl_metric{name="required",unit="ns"} 7.63
chip_impl_metric{name="post_cts_buffers",unit=""} 0
chip_impl_metric{name="number_of_antenna_violating_nets_in_the_routed_design",unit=""} 0
chip_impl_info{name="min_from",value="q_mem[15][31]"} 1
chip_impl_metric{name="synth.cellmix.simpleShare",unit="%"} 1.31
chip_impl_metric{name="clock-sinks",unit=""} 544
chip_impl_info{name="worstSetupPathType",value="input port to flop"} 1
chip_impl_metric{name="netlist_instances",unit=""} 844
chip_impl_info{name="timing.critical_path.from_type",value="input port"} 1
chip_impl_metric{name="final.setup.worst_slack",unit="ns"} 3.63
chip_impl_metric{name="timing.final.setup_violations",unit=""} 0
chip_impl_metric{name="overflow",unit=""} 0
chip_impl_metric{name="cts_hold_buffers",unit=""} 0
chip_impl_metric{name="fmax",unit="GHz"} 0.273
chip_impl_metric{name="ys_area",unit="µm²"} 20200
chip_impl_metric{name="muxShareOfSynthArea",unit="%"} 14.3
chip_impl_metric{name="drt_pass1_iterations",unit=""} 4
chip_impl_metric{name="yosys_register_bits",unit=""} 544
chip_impl_metric{name="hold-path-cell-count",unit=""} 3
chip_impl_metric{name="ratio_of_final_minimum_period_to_clock_period",unit="%"} 50.2
chip_impl_metric{name="cts_inserted_buffers",unit=""} 55
chip_impl_metric{name="drt_iter0_markers",unit=""} 514
chip_impl_metric{name="grt_pass1_wl",unit="mm"} 63.9
chip_impl_info{name="synth_top_cell_by_area",value="sky130_fd_sc_hd__edfxtp_1"} 1
chip_impl_metric{name="cts.clk_slew.worst_paths",unit="ns"} 0.06
chip_impl_metric{name="finalCriticalPeriod",unit="ns"} 3.67
chip_impl_metric{name="worst_hold_slack",unit="ns"} 0.748
chip_impl_metric{name="netlist-cell-type-count",unit=""} 17
chip_impl_metric{name="io_pins",unit=""} 71
chip_impl_metric{name="max-slew-margin-rel",unit="%"} 50.5
chip_impl_metric{name="buffer_ports.inserted",unit=""} 70
chip_impl_metric{name="die.size.y",unit="µm"} 262
chip_impl_metric{name="drc",unit=""} 0
chip_impl_metric{name="max_cap_violations",unit=""} 0
chip_impl_metric{name="synth_adder_area_share",unit="%"} 0
chip_impl_metric{name="r2r_setup_slack",unit="ns"} 5.77
chip_impl_metric{name="num-fill-cells",unit=""} 5912
chip_impl_metric{name="sequentialPowerShare",unit="%"} 55.3
chip_impl_metric{name="routed_wire_length_per_instance",unit="µm"} 23.2
chip_impl_metric{name="hold_violations",unit=""} 0
chip_impl_metric{name="warnings",unit=""} 25
chip_impl_metric{name="swShare",unit="%"} 19.7
chip_impl_info{name="crit-reg2reg-capture",value="dout[12]"} 1
chip_impl_metric{name="dp_hpwl",unit="mm"} 21.5
chip_impl_metric{name="power.ir.vdd_worst",unit="mV"} 0.169
chip_impl_metric{name="syn-mean-instance-area",unit="µm²"} 24.0
chip_impl_metric{name="power_switching",unit="mW"} 1.25
chip_impl_info{name="worst_setup_path_end_kind",value="flop"} 1
chip_impl_metric{name="cell_count_listed_in_synth_stat_txt",unit=""} 844
chip_impl_metric{name="fp-row-count",unit=""} 94
chip_impl_metric{name="finalPower",unit="mW"} 6.33
chip_impl_metric{name="number_of_antenna_violations_at_the_first_check_in_global_routing",unit=""} 2
chip_impl_metric{name="h_tree_level_count",unit=""} 2
chip_impl_metric{name="worst_path_arrival",unit="ns"} 4.00
chip_impl_metric{name="synth_compound_gate_area_share",unit="%"} 2.38
chip_impl_metric{name="gp_routability_congestion",unit=""} 0.739
chip_impl_info{name="top_logic_kind",value="multiplexers"} 1
chip_impl_metric{name="clock_latency",unit="ns"} 0.58
chip_impl_metric{name="area.growth.synth_to_final",unit="%"} 17.2
chip_impl_metric{name="chipArea",unit="µm²"} 68400
chip_impl_info{name="unrepaired_setup_endpoints_after_global_routing",value="false"} 1
chip_impl_metric{name="power_frac_comb",unit="%"} 4.4
chip_impl_metric{name="pwr-share-clk",unit="%"} 40.3
chip_impl_metric{name="pin_count_of_the_biggest_net_entering_global_routing",unit=""} 49
chip_impl_metric{name="grt_use_total",unit="%"} 13.8
chip_impl_metric{name="power.leakage",unit="nW"} 7.26
chip_impl_metric{name="syn-cell-area",unit="µm²"} 20200
chip_impl_metric{name="detailroute.via_count",unit=""} 9023
chip_impl_metric{name="worst_r2r_path_depth",unit=""} 3
chip_impl_metric{name="routed_via_count_divided_by_cell_count",unit=""} 4.88
chip_impl_info{name="worst_r2r_startpoint",value="q_mem[11][12]"} 1
chip_impl_info{name="ctsRootBufferMaster",value="sky130_fd_sc_hd__clkbuf_16"} 1
chip_impl_metric{name="detailedPlace.worstSlack",unit="ns"} 2.91
chip_impl_metric{name="fp_util",unit="%"} 30.5
chip_impl_metric{name="cts_buffer_depth",unit=""} 3
chip_impl_metric{name="clock_skew",unit="ns"} 0.0156
chip_impl_metric{name="number_of_global_route_vias_before_repair",unit=""} 10200
chip_impl_metric{name="final_core_util",unit="%"} 35.8
chip_impl_metric{name="yosysTopAreaCellShare",unit="%"} 80.8
chip_impl_info{name="holdPathEnd",value="dout[31]"} 1
chip_impl_metric{name="tightest_slew",unit="ns"} 0.741
chip_impl_info{name="hold_path_class",value="flop to flop"} 1
-- kinds of logic (layout without fill, tap and decap cells) --
kind of cell	after synthesis	in the layout
buffers and inverters	47	189
AOI/OAI and AO/OA	64	64
and+or+nand+nor	61	61
muxes	128	128
DFF	544	544
-- worst max-delay path by stage --
stage	endpoint	from
CTS	dout[7]	addr[0]
global route	dout[7]	addr[0]
finish	dout[7]	addr[0]
-- placed cells by master (no fill, tap or decap), types with 4 or more instances in the layout --
| master | n |
|---|---|
| sky130_fd_sc_hd__clkdlybuf4s50_1 | 68 |
| sky130_fd_sc_hd__clkinv_2 | 5 |
| sky130_fd_sc_hd__nor2_4 | 13 |
| sky130_fd_sc_hd__clkinv_1 | 13 |
| sky130_fd_sc_hd__nand2_1 | 34 |
| sky130_fd_sc_hd__clkbuf_16 | 55 |
| sky130_fd_sc_hd__mux4_2 | 128 |
| sky130_fd_sc_hd__a22oi_1 | 64 |
| sky130_fd_sc_hd__edfxtp_1 | 544 |
| sky130_fd_sc_hd__clkbuf_1 | 16 |
| sky130_fd_sc_hd__nor3_2 | 4 |
| sky130_fd_sc_hd__buf_4 | 27 |
-- registers in the layout, summed over array words and instances (netlist names) --
name	cells
dout	32
q_mem	512
-- final cells by class --
type | count | area (µm²) | area share [%]
clock buffer | 71 | 1440 | 6.06
clock inverter | 22 | 173 | 0.729
multi-input combinational | 253 | 3770 | 15.9
sequential | 544 | 16300 | 69.0
tap | 864 | 1080 | 4.56
timing repair buffer | 96 | 897 | 3.79
-- power by group through the flow --
| stage | clock [mW] | combinational [mW] | sequential [mW] |
|---|---|---|---|
| after global routing | 2.74 | 0.306 | 3.50 |
| final | 2.55 | 0.278 | 3.50 |
| after CTS | 2.62 | 0.286 | 3.50 |
-- stage by stage --
step                area (µm²)  cells
floorplan                20200    844
global placement         22100   1757
finish                   23700   1850
global route             23700   1850
CTS                      23700   1850
detailed placement       22100   1757
-- cell usage after synthesis --
cell type / number
sky130_fd_sc_hd__nor2b_1: 3
sky130_fd_sc_hd__a22oi_1: 64
sky130_fd_sc_hd__nand2b_1: 2
sky130_fd_sc_hd__edfxtp_1: 544
sky130_fd_sc_hd__nand4_1: 1
sky130_fd_sc_hd__nor3_1: 4
sky130_fd_sc_hd__nand2_1: 34
sky130_fd_sc_hd__nor2_1: 13
sky130_fd_sc_hd__and2_1: 1
sky130_fd_sc_hd__buf_1: 1
sky130_fd_sc_hd__buf_4: 1
sky130_fd_sc_hd__or3_1: 1
sky130_fd_sc_hd__nand4b_1: 2
sky130_fd_sc_hd__buf_6: 8
sky130_fd_sc_hd__mux4_2: 128
sky130_fd_sc_hd__buf_2: 11
sky130_fd_sc_hd__clkbuf_1: 26
-- per-layer routing --
| layer | up-vias | global-route usage (%) | wire length (µm) |
|---|---|---|---|
| met5 | - | 0 | 25 |
| li1 | 3833 | - | - |
| met3 | 75 | 11.6 | 7280 |
| met2 | 626 | 19.9 | 19700 |
| met1 | 4485 | 16.6 | 15000 |
| met4 | 4 | 2.24 | 892 |
-- worst max-delay path, cell delays in order --
cell and delay, ns:
sky130_fd_sc_hd__clkbuf_8 0.44, sky130_fd_sc_hd__buf_4 0.55, sky130_fd_sc_hd__buf_4 0.56, sky130_fd_sc_hd__mux4_2 0.58, sky130_fd_sc_hd__a22oi_1 0.25, sky130_fd_sc_hd__nand2_1 0.08
No activity file was given, so power comes from the tool's default toggle rates.
