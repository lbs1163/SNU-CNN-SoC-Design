<file path="/design/flow/config.mk">
export PLATFORM = sky130hd
export DESIGN_NAME = ahb_lite_input_stage
export DESIGN_NICKNAME = ahb_lite_input_stage
export VERILOG_FILES = /design/flow/design.v
export SDC_FILE = /design/flow/constraint.sdc
export NUM_CORES = 4
export LEC_CHECK = 1
export CORE_AREA = 10 10 156 156
export DIE_AREA = 0 0 166 166
</file>
<file path="/design/flow/constraint.sdc">
current_design ahb_lite_input_stage

set clk_period 5.9
set clk_io_pct 0.2

create_clock -name clk0 -period $clk_period [get_ports {HCLK}]

set non_clock_inputs [all_inputs -no_clocks]
set_input_delay [expr $clk_period * $clk_io_pct] -clock clk0 $non_clock_inputs
set_output_delay [expr $clk_period * $clk_io_pct] -clock clk0 [all_outputs]
</file>
<file path="/design/flow/design.v">
module ahb_lite_input_stage #(
parameter N_MASTER=4,
parameter W_MASTER=2,
parameter N_SLAVE=4,
parameter W_SLAVE=2,
parameter W_ADDR=32,
parameter W_DATA=32,
parameter WB_DATA=4,
parameter W_WB_DATA=2,
parameter NUM_DEF_MASTER = 0,
parameter NUM_DEF_SLAVE = 0,
parameter PRIORITY_SCHEME = 1,
parameter ROUND_ROBIN_SCHEME = 1,
parameter ADDR_START_MAP = {32'h80000000, 32'h00000000},
parameter ADDR_END_MAP = {32'hF0000000, 32'h70000000},
parameter ADDR_MASK = {2{32'hf0000000}},
parameter ADDR_PREVILEGE_MAP = {2{1'b0}},
parameter ADDR_RW_MAP = {2{2'b11}},
parameter DEC_SEL_ACTION = 1'b1)
(
	HCLK, HRESETn,
	ma_HREADY, ma_HSEL, ma_HTRANS, ma_HBURST, ma_HSIZE,
	ma_HPROT, ma_HMASTLOCK, ma_HADDR, ma_HWRITE, ma_HWDATA,
	sl_active, sl_HREADY, sl_HRESP, sl_HRDATA,
	out_ma_HREADY, out_ma_HRESP, out_ma_HRDATA,
	out_sl_HTRANS, out_sl_HBURST, out_sl_HSIZE,
	out_sl_HPROT, out_sl_HMASTLOCK, out_sl_HADDR, out_sl_HWRITE,
	out_sl_HWDATA, out_sl_HSEL, out_held_trans,
	q_state
);
	parameter DEF_HPROT = {1'b0, 1'b0, 1'b0, 1'b1};
	input HCLK, HRESETn;
	input ma_HREADY;
	input ma_HSEL;
	input [2-1:0] ma_HTRANS;
	input [3-1:0] ma_HBURST;
	input [3-1:0] ma_HSIZE;
	input [4-1:0] ma_HPROT;
	input ma_HMASTLOCK;
	input [W_ADDR-1:0] ma_HADDR;
	input ma_HWRITE;
	input [W_DATA-1:0] ma_HWDATA;
	input [N_SLAVE-1:0] sl_active;
	input [N_SLAVE-1:0] sl_HREADY;
	input [N_SLAVE*2-1:0] sl_HRESP;
	input [N_SLAVE*W_DATA-1:0] sl_HRDATA;
	output reg out_ma_HREADY;
	output reg [2-1:0] out_ma_HRESP;
	output reg [W_DATA-1:0] out_ma_HRDATA;
	output reg [2-1:0] out_sl_HTRANS;
	output reg [3-1:0] out_sl_HBURST;
	output reg [3-1:0] out_sl_HSIZE;
	output reg [4-1:0] out_sl_HPROT;
	output reg out_sl_HMASTLOCK;
	output reg [W_ADDR-1:0] out_sl_HADDR;
	output reg out_sl_HWRITE;
	output [W_DATA-1:0] out_sl_HWDATA;
	output [N_SLAVE-1:0] out_sl_HSEL;
	output reg out_held_trans;
	output [2-1:0] q_state;
	assign out_sl_HWDATA = ma_HWDATA;
	wire [W_SLAVE-1:0] sl_HSLAVE;
	amba_ahb_decoder
		#(	 
				.N_SLAVE(N_SLAVE), .W_SLAVE(W_SLAVE),
				.W_ADDR(W_ADDR), .NUM_DEF_SLAVE(NUM_DEF_SLAVE),
				.ADDR_START_MAP(ADDR_START_MAP),
				.ADDR_END_MAP(ADDR_END_MAP),
				.ADDR_MASK(ADDR_MASK),
				.ADDR_PREVILEGE_MAP(ADDR_PREVILEGE_MAP),
				.ADDR_RW_MAP(ADDR_RW_MAP),
				.DEC_SEL_ACTION(DEC_SEL_ACTION))
		decoder(.HADDR(out_sl_HADDR), .HPROT(out_sl_HPROT), .HWRITE(out_sl_HWRITE),
				.HSLAVE(sl_HSLAVE), .HSEL(out_sl_HSEL));
	reg selected_active;
	reg [W_SLAVE-1:0] q_sl_HSLAVE, d_sl_HSLAVE;
	always @*
	begin
		selected_active = sl_active[sl_HSLAVE];
		out_ma_HRDATA = sl_HRDATA[q_sl_HSLAVE*W_DATA+:W_DATA];
	end
	reg [2-1:0] q_state, d_state;
	reg ld_trans;
	reg [2-1:0] q_ma_HTRANS;
	reg [3-1:0] q_ma_HBURST;
	reg [3-1:0] q_ma_HSIZE;
	reg [4-1:0] q_ma_HPROT;
	reg q_ma_HMASTLOCK;
	reg [W_ADDR-1:0] q_ma_HADDR;
	reg q_ma_HWRITE;
	always @*
	begin
		d_state = q_state;
		d_sl_HSLAVE = q_sl_HSLAVE;
		ld_trans = 1'b0;
		case(q_state)
			2:
			begin
				out_ma_HREADY = sl_HREADY[q_sl_HSLAVE];
				out_ma_HRESP = sl_HRESP[q_sl_HSLAVE*2+:2];
				if(sl_HREADY[q_sl_HSLAVE])
					d_sl_HSLAVE = sl_HSLAVE;
				out_sl_HSIZE = ma_HSIZE;
				out_sl_HPROT = ma_HPROT;
				out_sl_HMASTLOCK = ma_HMASTLOCK;
				out_sl_HADDR = ma_HADDR;
				out_sl_HWRITE = ma_HWRITE;
				out_sl_HTRANS = ma_HTRANS;
				out_sl_HBURST = ma_HBURST;
				if(ma_HSEL && ((ma_HTRANS == 2'h2) || (ma_HTRANS == 2'h3)))
				begin
					out_held_trans = 1'b1;
					if(!selected_active && sl_HREADY[q_sl_HSLAVE])
					begin
						ld_trans = 1'b1;
						d_state = 1;
					end
				end
				else
				begin
					out_held_trans = 1'b0;
					if(sl_HREADY[q_sl_HSLAVE])
						d_state = 0;
				end
			end
			1:
			begin
				out_ma_HREADY = 1'b0;
				out_ma_HRESP = 0;
				out_sl_HSIZE = q_ma_HSIZE;
				out_sl_HPROT = q_ma_HPROT;
				out_sl_HMASTLOCK = q_ma_HMASTLOCK;
				out_sl_HADDR = q_ma_HADDR;
				out_sl_HWRITE = q_ma_HWRITE;
				out_sl_HTRANS = q_ma_HTRANS;
				out_sl_HBURST = q_ma_HBURST;
				d_sl_HSLAVE = sl_HSLAVE;
				out_held_trans = 1'b1;
				if(selected_active && sl_HREADY[q_sl_HSLAVE])
					d_state = 2;
			end
			default:  
			begin
				out_ma_HREADY = 1'b1;
				out_ma_HRESP = 0;
				out_sl_HSIZE = ma_HSIZE;
				out_sl_HPROT = ma_HPROT;
				out_sl_HMASTLOCK = ma_HMASTLOCK;
				out_sl_HADDR = ma_HADDR;
				out_sl_HWRITE = ma_HWRITE;
				out_sl_HTRANS = ma_HTRANS;
				out_sl_HBURST = ma_HBURST;
				d_sl_HSLAVE = sl_HSLAVE;
				if(ma_HSEL && ma_HREADY && ((ma_HTRANS == 2'h2) || (ma_HTRANS == 2'h3)))
				begin
					out_held_trans = 1'b1;
					if(selected_active)
					begin
						d_state = 2;
					end
					else
					begin
						ld_trans = 1'b1;
						d_state = 1;
					end
				end
				else
					out_held_trans = 1'b0;
			end
		endcase
	end
	always @(posedge HCLK or negedge HRESETn)
	begin
		if(~HRESETn)
		begin
			q_state <= 0;
			q_sl_HSLAVE <= 0;
			q_ma_HSIZE <= 3'h2;
			q_ma_HPROT <= DEF_HPROT;
			q_ma_HMASTLOCK <= 1'b0;
			q_ma_HADDR <= 0;
			q_ma_HWRITE <= 1'b0;
			q_ma_HTRANS <= 2'h0;
			q_ma_HBURST <= 3'h0;
		end
		else
		begin
			q_state <= d_state;
			q_sl_HSLAVE <= d_sl_HSLAVE;
			if(ld_trans)
			begin
				q_ma_HSIZE <= ma_HSIZE;
				q_ma_HPROT <= ma_HPROT;
				q_ma_HMASTLOCK <= ma_HMASTLOCK;
				q_ma_HADDR <= ma_HADDR;
				q_ma_HWRITE <= ma_HWRITE;
				q_ma_HTRANS <= ma_HTRANS;
				q_ma_HBURST <= ma_HBURST;
			end
		end
	end
endmodule
module amba_ahb_decoder #(
parameter N_SLAVE = 2,
parameter W_SLAVE = 1,
parameter W_ADDR = 32,
parameter NUM_DEF_SLAVE = 0,
parameter ADDR_START_MAP = {32'h80000000, 32'h00000000},
parameter ADDR_END_MAP = {32'hF0000000, 32'h70000000},
parameter ADDR_MASK = {2{32'hf0000000}},
parameter ADDR_PREVILEGE_MAP = {2{1'b0}},
parameter ADDR_RW_MAP = {2{2'b11}},
parameter DEC_SEL_ACTION = 1'b1)
(
	HADDR, 
	HPROT, 
	HWRITE, 
	HSLAVE,
	HSEL
);	
	input [W_ADDR-1:0] HADDR;
	input [4-1:0] HPROT;
	input HWRITE;
	output reg [W_SLAVE-1:0] HSLAVE;
	output reg [N_SLAVE-1:0] HSEL;
	function [W_SLAVE-1:0] MatchRange;
		input [W_ADDR-1:0] addr;
		input [4-1:0] prot;
		input hwrite;
		reg [W_SLAVE:0] i;
		reg [W_ADDR-1:0] mask, base, ad_start, ad_end;
		reg prev, read, write;
	begin
		MatchRange = NUM_DEF_SLAVE;
		for(i=0;i<N_SLAVE;i=i+1)
		begin
			mask = ADDR_MASK[i*W_ADDR+:W_ADDR];
			base = addr & mask;
			ad_start = ADDR_START_MAP[i*W_ADDR+:W_ADDR] & mask;
			ad_end = ADDR_END_MAP[i*W_ADDR+:W_ADDR] & mask;
			prev = ADDR_PREVILEGE_MAP[i];
			{read, write} = ADDR_RW_MAP[i*2+:2];
			if((base >= ad_start) && (base <= ad_end)
			&& ((prot[1] != 1'b0) || (prev == 1'b0))
			&& ((hwrite && write) || (~hwrite && read)) )
				MatchRange = i;
		end
	end
	endfunction
	function [W_SLAVE-1:0] IsItMatched;
		input [W_ADDR-1:0] addr;
		input [4-1:0] prot;
		input hwrite;
		reg [W_SLAVE:0] i;
		reg [W_ADDR-1:0] mask, base, ad_start, ad_end;
		reg prev, read, write;
	begin
		IsItMatched = 1'b0;
		for(i=0;i<N_SLAVE;i=i+1)
		begin
			mask = ADDR_MASK[i*W_ADDR+:W_ADDR];
			base = addr & mask;
			ad_start = ADDR_START_MAP[i*W_ADDR+:W_ADDR] & mask;
			ad_end = ADDR_END_MAP[i*W_ADDR+:W_ADDR] & mask;
			prev = ADDR_PREVILEGE_MAP[i];
			{read, write} = ADDR_RW_MAP[i*2+:2];
			if((base >= ad_start) && (base <= ad_end)
			&& ((prot[1] != 1'b0) || (prev == 1'b0))
			&& ((hwrite && write) || (~hwrite && read)) )
				IsItMatched = 1'b1;
		end
	end
	endfunction
	always @*
	begin:decoder
		HSLAVE <= MatchRange(HADDR, HPROT, HWRITE);
		if(IsItMatched(HADDR, HPROT, HWRITE) || (DEC_SEL_ACTION == 1'b0))
			HSEL <= 1'b1 << HSLAVE;
		else
			HSEL <= 0;
	end
endmodule
</file>
<file path="/design/flow/run.sh">
#!/bin/bash
# OpenROAD 26Q1-2900-gdf79404cd8, Yosys 0.63+post, stock flow scripts
make -C /OpenROAD-flow-scripts/flow DESIGN_CONFIG=/design/flow/config.mk WORK_HOME=/design/flow/orfs finish
</file>
==> impl_metrics.xml <==
<?xml version="1.0" encoding="UTF-8"?>
<metrics>
  <group name="cts">
    <metric name="cts_hold_repair.buffers" unit="">0</metric>
    <metric name="max-clock-path-buffers" unit="">2</metric>
    <metric name="clock_latency" unit="ns">0.30</metric>
    <metric name="clock_tree_from_tritoncts" unit="">built</metric>
    <metric name="postCtsSetupRepairBufs" unit="">0</metric>
    <metric name="postCtsResizedCells" unit="">0</metric>
    <metric name="clock-root-buffer" unit="">clkbuf_16</metric>
    <metric name="sinks_on_clock_net" unit="">49</metric>
    <metric name="cts_inserted_buffers" unit="">5</metric>
    <metric name="cts_max_level" unit="">2</metric>
    <metric name="cts.clk_slew.worst_paths" unit="ns">0.07</metric>
  </group>
  <group name="timing">
    <metric name="setup_viol" unit="">0</metric>
    <metric name="final_min_period_over_clock_period" unit="%">66.71</metric>
    <metric name="drv_slew" unit="">0</metric>
    <metric name="fin_tns_setup" unit="ns">0</metric>
    <metric name="slew_margin_rel" unit="%">55.35</metric>
    <metric name="max_slew.worst_pin.slew" unit="ns">0.6698</metric>
    <metric name="rsz0062_at_grt" unit="">false</metric>
    <metric name="timing.final.ws_setup" unit="ns">1.964</metric>
    <metric name="timing_hold_violations_final" unit="">0</metric>
    <metric name="min_period" unit="ns">3.936</metric>
    <metric name="fin_worst_skew" unit="ns">0.006599</metric>
    <metric name="maxClockFrequency" unit="GHz">0.2541</metric>
  </group>
  <group name="cells_and_area">
    <metric name="layout-area-overhead-vs-synth" unit="%">67.96</metric>
    <metric name="fillerInstances" unit="">2112</metric>
    <metric name="post_route_cells_drive_above_1_share" unit="%">29.63</metric>
  </group>
  <group name="critical_path">
    <metric name="crit_path_frequent_cell" unit="">clkdlybuf4s50_1</metric>
    <metric name="crit_path_start_kind" unit="">input port</metric>
    <metric name="worstPathCellList" unit="">clkdlybuf4s50_1 -&gt; nand3_1 -&gt; a21oi_1 -&gt; clkdlybuf4s50_1</metric>
    <metric name="arrival" unit="ns">2.76</metric>
    <metric name="cpPeakStageDelay" unit="ns">0.63</metric>
    <metric name="cp_slowest_cell" unit="">clkdlybuf4s50_1</metric>
    <metric name="required_time_of_the_critical_path" unit="ns">4.72</metric>
    <metric name="cp-end-kind" unit="">output pin</metric>
    <metric name="worst-path-buf-inv" unit="">2</metric>
    <metric name="timing.critical_path.max_delay_family" unit="">buffers and inverters</metric>
    <metric name="path_max_fanout" unit="">6</metric>
    <metric name="worst-setup-path-type" unit="">in2out</metric>
  </group>
  <group name="pwr">
    <metric name="intPower" unit="W">0.001601</metric>
    <metric name="switching_share_of_power" unit="%">27.03</metric>
    <metric name="clkPwrFrac" unit="%">15.7</metric>
    <metric name="power.static_leakage" unit="nW">2.243</metric>
    <metric name="power.net_switching" unit="W">0.0005932</metric>
    <metric name="ir_worst_vdd" unit="V">0.0001599</metric>
    <metric name="power.sequential.fraction" unit="%">26.9</metric>
    <metric name="powerDensity" unit="nW/um^2">390.3</metric>
    <metric name="share_comb_of_total_power" unit="%">57.4</metric>
  </group>
  <group name="synth">
    <metric name="synth-seq-cells" unit="">49</metric>
    <metric name="syn-mean-instance-area" unit="sq um">12.87</metric>
    <metric name="ys_warn_count" unit="">2</metric>
    <metric name="syn-cell-area" unit="sq um">3347</metric>
    <metric name="cells_yosys" unit="">260</metric>
    <metric name="post_synth_inst_count" unit="">260</metric>
    <metric name="netlist-cell-type-count" unit="">30</metric>
    <metric name="yosys_top_cell_by_area" unit="">dfrtp_1</metric>
    <metric name="synth_chip_area" unit="sq um">3347</metric>
    <metric name="yosysSeqAreaShare" unit="%">36.71</metric>
    <metric name="netlist.area_leader.share" unit="%">35.14</metric>
    <metric name="top_cells_by_area" unit="">dfrtp_1 (35%), mux2_2 (29%), mux2_4 (9.9%)</metric>
  </group>
  <group name="die">
    <metric name="dieWidth" unit="um">166</metric>
    <metric name="top_ports" unit="">346</metric>
    <metric name="coreArea" unit="sq um">21020</metric>
    <metric name="placement_rows" unit="">53</metric>
    <metric name="fp_util" unit="%">15.92</metric>
    <metric name="dieArea" unit="sq um">27560</metric>
    <metric name="floorplan.die.height" unit="um">166</metric>
  </group>
  <group name="job">
    <metric name="tool_warnings" unit="">98</metric>
    <metric name="drv_cap" unit="">0</metric>
  </group>
  <group name="placement">
    <metric name="buffer_ports.inserted" unit="">207</metric>
    <metric name="dp_hpwl" unit="mm">9.384</metric>
    <metric name="pre_cts_ws" unit="ns">1.974</metric>
    <metric name="routabilityCongestion" unit="">0.9295</metric>
  </group>
  <group name="route">
    <metric name="route.detailed.vias_per_inst" unit="">3.704</metric>
    <metric name="avgRoutedWirePerCell" unit="um">16.32</metric>
    <metric name="drcViolationCount" unit="">0</metric>
    <metric name="drt_pass1_iterations" unit="">3</metric>
    <metric name="antenna-diode-count" unit="">0</metric>
    <metric name="dr_total_vias" unit="">2619</metric>
    <metric name="final_antenna_net_count" unit="">0</metric>
    <metric name="postRouteWirelength" unit="mm">11.54</metric>
    <metric name="detailedRoute.firstIterationViolations" unit="">60</metric>
  </group>
  <group name="grt">
    <metric name="largest_net_degree_at_the_start_of_global_routing" unit="">50</metric>
    <metric name="globalRouteOverflowTotal" unit="">0</metric>
    <metric name="vias_in_the_first_global_route" unit="">2893</metric>
    <metric name="gr-usage-all-layers" unit="%">8.164</metric>
    <metric name="grt_pass1_wl" unit="mm">18.19</metric>
    <metric name="grt_antenna_before_repair" unit="">0</metric>
  </group>
  <group name="hold_path">
    <metric name="min_path_type" unit="">reg2reg</metric>
  </group>
  <group name="outcome">
    <metric name="outcome" unit="">finished, final reports clean</metric>
  </group>
</metrics>
metal layers:
layer	wire length, um	global-route usage (%)	vias up	part of all wire (%)
met5	0	0	-	0
met4	245	1.502	0	2.1
met1	4887	10.08	1212	42
li1	-	-	1239	-
met3	991	2.952	22	8.6
met2	5412	13.54	146	47
worst register-to-register path: cells and delay by family, from the launching register on:
family	cells	cell delay, ns
mux	3	1.05
buf+inv	3	0.68
simple gates	1	0.51
fa+ha+maj	1	0.51
flops	1	0.40
synth_stat cells:
cell,n
a21oi_1,2
a221oi_4,1
a22o_1,1
a311o_1,1
a31oi_1,2
and3_1,1
buf_1,1
buf_4,36
buf_6,4
clkbuf_1,7
conb_1,1
dfrtp_1,47
dfstp_2,2
ha_1,2
inv_1,4
inv_2,1
mux2_1,18
mux2_2,86
mux2_4,22
mux2i_1,2
mux2i_4,1
nand2_1,3
nand2b_1,2
nand3_1,2
nand4_4,1
nand4b_1,1
nor2_1,6
o21ai_0,1
o21ai_1,1
o221a_2,1
worst paths after layout:
check / startpoint / end / slack, ns / cells past startpoint
max: ma_HTRANS[1] / out_held_trans / 1.96 / 4
min: q_ma_HTRANS[1]$_DFFE_PN0P_ / q_ma_HTRANS[1]$_DFFE_PN0P_ / 0.47 / 1
max reg2reg: q_state[1]$_DFFE_PN0P_ / q_ma_HADDR[28]$_DFFE_PN0P_ / 2.64 / 8
min reg2reg: q_ma_HTRANS[1]$_DFFE_PN0P_ / q_ma_HTRANS[1]$_DFFE_PN0P_ / 0.47 / 1
max in group asynchronous: HRESETn / q_state[0]$_DFFE_PN0P_ / 4.45 / 2
min in group asynchronous: HRESETn / q_ma_HADDR[29]$_DFFE_PN0P_ / 1.00 / 2
registers in the layout, indices dropped and copies added (netlist names):
| name | flops |
|---|---|
| q_ma_HADDR | 32 |
| q_ma_HTRANS | 2 |
| q_ma_HBURST | 3 |
| q_ma_HSIZE | 3 |
| q_ma_HWRITE | 1 |
| q_ma_HMASTLOCK | 1 |
| q_state | 2 |
| q_sl_HSLAVE | 1 |
| q_ma_HPROT | 4 |
power groups by stage:
stage	sequential, W	combinational, W	clock, W
CTS	0.000589	0.00130	0.000364
global route	0.000611	0.00138	0.000373
finish	0.000590	0.00126	0.000344
cell type report:
type / count / area (sq um) / share of cell area [%]
multi-input cells: 159 / 1760 / 31.32
well taps: 275 / 344.1 / 6.121
flip-flops and latches: 49 / 1229 / 21.86
clock buffers: 7 / 142.6 / 2.537
repair buffers: 211 / 2097 / 37.30
clock inverters: 1 / 30.03 / 0.5342
inverters: 5 / 18.77 / 0.3339
cell families after synthesis:
logic type | synth area share [%]
compound gates | 2.654
flops | 36.71
other cells | 0.1120
fa+ha+maj | 0.7475
simple gates | 2.766
buf+inv | 10.88
mux | 46.13
cells in the final DEF (no fill, tap or decap):
| cell | instances |
|---|---|
| nand2b_1 | 2 |
| nor2_1 | 6 |
| o221a_2 | 1 |
| mux2_1 | 18 |
| buf_4 | 4 |
| ha_2 | 1 |
| nand3_1 | 2 |
| a221oi_4 | 1 |
| mux2i_1 | 2 |
| o21ai_1 | 1 |
| inv_1 | 4 |
| mux2i_4 | 1 |
| and3_1 | 1 |
| buf_2 | 1 |
| a21oi_1 | 2 |
| mux2_2 | 86 |
| inv_2 | 1 |
| a31oi_1 | 2 |
| nand4_4 | 1 |
| o21ai_0 | 1 |
| ha_1 | 1 |
| clkbuf_8 | 1 |
| nand4b_1 | 1 |
| bufinv_16 | 1 |
| a311o_1 | 1 |
| nand2_1 | 3 |
| dfstp_2 | 2 |
| dfrtp_1 | 47 |
| clkbuf_1 | 1 |
| mux2_4 | 22 |
| clkdlybuf4s50_1 | 206 |
| a22o_1 | 1 |
| clkbuf_16 | 5 |
| conb_1 | 2 |
per-stage QoR:
step / area [sq um] / instances / power, W / hold WS (ns) / util (%)
6_report: 5622 / 707 / 0.002194 / 0.4703 / 26.74
4_1_cts: 5622 / 707 / 0.002250 / 0.4688 / 26.74
5_1_grt: 5622 / 707 / 0.002361 / 0.5009 / 26.74
2_1_floorplan: 3351 / 261 / 0.001215 / 0.4285 / -
3_3_place_gp: 5449 / 699 / 0.001870 / 0.4490 / 25.92
3_5_place_dp: 5449 / 699 / 0.001881 / 0.4496 / 25.92
Power and IR drop assume default switching activity.
